File: flow/config.mk
export PLATFORM = sky130hd
export DESIGN_NAME = radar
export DESIGN_NICKNAME = radar
export VERILOG_FILES = /design/flow/design.v
export SDC_FILE = /design/flow/constraint.sdc
export NUM_CORES = 4
export LEC_CHECK = 1
export CORE_UTILIZATION = 40
File: flow/constraint.sdc
current_design radar

set clk_period 34.6
set clk_io_pct 0.2

create_clock -name clk0 -period $clk_period [get_ports {clk}]

set non_clock_inputs [all_inputs -no_clocks]
set_input_delay [expr $clk_period * $clk_io_pct] -clock clk0 $non_clock_inputs
set_output_delay [expr $clk_period * $clk_io_pct] -clock clk0 [all_outputs]
File: flow/run.sh
#!/bin/bash
# OpenROAD 26Q1-2900-gdf79404cd8, Yosys 0.63+post, stock flow scripts
make -C /OpenROAD-flow-scripts/flow DESIGN_CONFIG=/design/flow/config.mk WORK_HOME=/design/flow/orfs finish
File: flow/design.v
`timescale 10ns/1ns
 module radar(  input clk, input echo, input [1:0] boton_cambiar_grados, output done, output trigger,
 output [15:0] distance, output PWM, input ultra);
 servo   servo( .clk (clk), .PWM(PWM), .boton_cambiar_grados(boton_cambiar_grados));
 ultrasonido1 ultrasonido2( .ultra(ultra), .clk(clk),  .echo(echo), .done(done), .trigger(trigger),.distance(distance));
 endmodule
`timescale 10ns/1ns
module servo( input clk, output reg PWM, input [1:0]boton_cambiar_grados );
integer contador;
integer frecuencia;
integer auxContador;
reg C;
initial begin
PWM=0;  
contador=0;
frecuencia=100_000_000;
end
always@(posedge clk) begin
PWM<=~boton_cambiar_grados;
	auxContador=auxContador+1;
	if(boton_cambiar_grados==1)
		begin
				contador<= contador +1;                      
				if (contador< 75_000) 
				begin
					PWM <= 1;
				end
				else
				if (contador < 1_900_000)  
				begin
				PWM <= 0;
				end
	end			
	else if(boton_cambiar_grados==2)
		begin
				contador<= contador +1;                      
				if (contador<150_000)  
				begin
					PWM <= 1;
				end
				else
				if (contador < 1_850_000)  
				begin
				PWM <= 0;
				end
	end	
	else if(boton_cambiar_grados==3)
		begin
				contador<= contador +1;                      
				if (contador<240_000)	 
				begin
					PWM <= 1;
				end
				else
				if (contador < 1_800_000)  
				begin
				PWM <= 0;
				end
	end
	if(contador >=2_100_000)  
	begin
		contador <= 0;
	end			
end
 endmodule 
module ultrasonido1(input ultra, input clk, input echo, output reg done, output reg trigger, output reg [15:0] distance);
	parameter divH = 1000; 
	parameter divL = 2000;
	integer countF;
	integer countEcho;
	initial countF = 0;
	always @(posedge clk) begin 
		if (ultra) 
		begin 
			countF <= 0;
			trigger <= 0;
		end 
		else 
		begin
			countF <= countF +1;  
			if (countF < divH+1)
				trigger <= 1;
			else
			if (countF < divL+1)
				trigger <= 0;
			else 
				countF <= 0;
		end
	end
	always @(posedge clk) begin
		if (echo == 1) begin
			countEcho <= countEcho +1;
			done <= 0;
		end
		else
		begin
			if (echo == 0 & countEcho != 0)	
				distance <= (~countEcho*340)/2000000;
				countEcho <=0;
				done <= 1; 	
		end
	end
endmodule
==> GITHUB_STEP_SUMMARY <==
## Implementation flow summary

| Metric | Value |
|---|---|
| XOR/XNOR Area Share | 12.42% |
| Adder share | 11.95% |
| Sink Count | 115 |
| Share of cells above drive strength 1 | 7.295% |
| Final-report setup violation count | 0 |
| Worst Setup Slack, final | 11,140 ps |
| TritonCTS buffer count | 17 |
| Final hold vios | 0 |
| CTS Hold Buffers Added | 0 |
| DRC viols | 0 |
| CTS tree | done |
| Worst EP arrival | 23,620 ps |
| Data required, critical path | 34,760 ps |
| Register share after synthesis | 12.69% |
| Cell count in the Yosys report | 2,634 |
| Largest net degree at the start of global routing | 33 |
| Total Neg Setup Slack | 0 ps |
| Unique masters post-synth | 124 |
| Max-Cap Viols | 0 |
| Slew HR | 35.43% |
| Commonest flop | dfxtp_1 |
| Chip width | 222.3 µm |
| Type of the worst setup path | reg -> reg |
| Post-CTS setup buffers | 0 |
| Max-slew violations | 0 |
| CORE AREA | 47,850 µm² |
| Fillers | 4,783 |
| Mapped Area | 19,410 µm² |
| Synth Instances | 2,634 |
| Placer Congestion | 0.9932 |
| CP peak stage delay | 810 ps |
| Place WS | 11,750 ps |
| Unrepaired setup endpoints after global routing | false |
| Post-DR wirelength/cell | 18.97 µm |
| Logic area | 15,860 µm² |
| Die area | 49,400 µm² |
| RR Startpoint | ultrasonido2.countEcho[6] |
| Area Growth Syn to Fin | 7.659% |
| Antenna violations before repair | 0 |
| Worst-Margin Slew | 962.2 ps |
| Final ANT Viol Nets | 0 |
| Final wirelength | 61.59 mm |
| CTS Buffer Depth | 2 |
| Worst-path clk slew | 60 ps |
| Setup crit start | ultrasonido2.countEcho[6] |
| FMAX | 0.04263 GHz |
| # resized after CTS | 0 |
| Post-synth EDFFs | 16 |
| Tot GR Track Use | 25.35% |
| Final Skew | 8.544 ps |
| Hold crit path type | reg -> reg |
| Latency at later pin | 420 ps |
| Buffers on Ports | 23 |
| 1st-pass router iterations | 6 |
| Die y size | 222.3 µm |
| Violation count after the first detailed-route iteration | 1,701 |
| Ys flops | 115 |
| Initial core utilization | 40.56% |
| Slowest cell on crit path | o21ai_0 |
| H-tree depth | 4 |
| Critical path fanouts, max | 17 |
| Ys async rst share | 0% |
| Synth logic family | AND-OR/OR-AND gates |
| Hold WS | 481.0 ps |
| Critical path endpoint category | flip-flop |
| Yosys Chip Area | 19,410 µm² |
| Vias per inst | 6.118 |
| Commonest Layout Cell | nor2_1 |
| Dpl hpwl | 49.77 mm |
| Worst hold start | ultrasonido2.countF[0] |
| Status | finished, final reports clean |
| Syn avg cell area | 7.368 µm² |
| Via count | 19,860 |
| Startpoint Class | flip-flop |
| Clk root buf | clkbuf_16 |
| Minimum clock period | 23,460 ps |
| Rows | 80 |
| Grt total ovfl | 0 |
| Register area | 2462 µm² |
| Most used cell, CP | o21ai_1 |
| Ports | 24 |
| And+or+nand+nor area frac | 26.28% |
| Antenna cell count | 0 |
| Vias in the first global route | 18,310 |
| Tool warnings | 30 |
| Most frequent cells in the layout | nor2_1, nand2_1, xnor2_1 |
| Compound Share, Synth | 28.88% |
| Final Cycle Share | 67.80% |
| First-pass GRT wire length | 100.1 mm |
| Yosys warns | 2 |
| Mux area share | 2.115% |
logic make-up after synthesis:
family | after synthesis
multiplexers | 39
XOR/XNOR | 272
buffers and inverters | 274
flip-flops | 115
adder cells (fa/ha/maj) | 158
AND/OR/NAND/NOR | 1002
AND-OR/OR-AND | 774
path summary, 6_finish.rpt:
path                                                  end  slack (ps)  cells past startpoint
worst max-delay path            ultrasonido2.distance[10]       11140                     67
worst min-delay path               ultrasonido2.countF[0]         480                      1
worst max register to register  ultrasonido2.distance[10]       11140                     67
worst min register to register     ultrasonido2.countF[0]         480                      1
layout make-up:
type	instances	area share, %
tap	615	3.683
inverter	176	3.162
multi-input combinational	2245	75.90
sequential	115	11.79
clock inverter	14	0.8444
clock buffer	18	2.054
timing repair buffer	64	2.575
critical path: cells and delay by family, from the launching register on:
kind / cells / cell delay (ps)
AOI/OAI and AO/OA: 36 / 13680
and+or+nand+nor: 15 / 4570
adders and majority gates: 6 / 2420
xor gates and xnor gates: 3 / 980
buffers and inverters: 6 / 960
DFF: 1 / 370
muxes: 1 / 200
per-stage QoR:
stage | cells | instance area [µm²] | utilization (%)
floorplan | 2634 | 19410 | -
global placement | 3215 | 20290 | 42.40
detailed placement | 3215 | 20290 | 42.40
CTS | 3247 | 20890 | 43.67
global route | 3247 | 20890 | 43.67
finish | 3247 | 20890 | 43.67
synth_stat cells (12+ instances only):
cell type  number  share of area, %
a211oi_1       39               1.5
xnor2_1       186               8.4
nor4_1         38               1.2
nand3_1       123               3.2
nor2b_1        17              0.55
o21ai_1        25              0.64
and4_1         18              0.81
clkbuf_1       58               1.1
xor2_1         83               3.7
a31o_2         12              0.54
a22o_1         12              0.54
a21o_1         33               1.3
and3_1         35               1.1
a31oi_1        34               1.1
o21a_1         19              0.73
o21ai_0       120               3.1
nand2_1       217               4.2
and2_1         33               1.1
mux2i_1        25               1.3
buf_2          25              0.64
nor2_1        258               5.0
nand2b_1       19              0.61
o211ai_1       37               1.4
ha_1          111               7.2
o31a_1         15              0.68
a21oi_1       149               3.8
nand4_1        54               1.7
a41oi_1        12              0.54
dfxtp_1        99                10
nor3_1         73               1.9
o31ai_1        28               1.1
a211o_1        18              0.81
or4_1          18              0.70
fa_1           46               4.7
or3_1          36               1.2
inv_1         175               3.4
or2_2          12              0.39
o21bai_1       15              0.58
edfxtp_1       16               2.5
sequential cells by signal (all words and copies together) (netlist names):
register                count
ultrasonido2.countEcho     32
servo.PWM                   1
ultrasonido2.countF        32
ultrasonido2.done           1
servo.contador             32
ultrasonido2.trigger        1
ultrasonido2.distance      16
routing by layer:
metal	GRT usage, %	up-vias	wire, µm
li1	-	9744	-
met5	0	-	0
met2	39.54	609	27600
met1	38.88	9437	29600
met3	2.577	74	3329
met4	3.920	0	1056
