==> flow/config.mk <==
export PLATFORM = sky130hd
export DESIGN_NAME = procesamiento
export DESIGN_NICKNAME = procesamiento
export VERILOG_FILES = /design/flow/design.v
export SDC_FILE = /design/flow/constraint.sdc
export NUM_CORES = 4
export LEC_CHECK = 1
export CORE_UTILIZATION = 40
==> flow/constraint.sdc <==
current_design procesamiento

set clk_period 7.3
set clk_io_pct 0.2

create_clock -name clk0 -period $clk_period [get_ports {clk}]

set non_clock_inputs [all_inputs -no_clocks]
set_input_delay [expr $clk_period * $clk_io_pct] -clock clk0 $non_clock_inputs
set_output_delay [expr $clk_period * $clk_io_pct] -clock clk0 [all_outputs]
==> flow/design.v <==
`timescale 10ns / 1ns
module procesamiento#(
		parameter n = 120,   
		parameter m = 160,   
		parameter AW = 15,		  
	    parameter DW = 12		  
		)
		(
		clk,
		rst,
		init_procesamiento,
		proc_addr_in,  
	    proc_data_in,  
	    color,
	    figure,
	    done
   );
        input clk;
		input rst;
		input init_procesamiento;
		output reg [AW-1: 0] proc_addr_in=15'b1111_1111_1111_111;  
	    input [DW-1: 0] proc_data_in;  
		output reg [1:0] color=0; 
		output reg [1:0] figure=0;
		output reg  done=0;
		reg [18:0] R;
		reg [18:0] G;
		reg [18:0] B;
		localparam min_R=1;
		localparam min_G=1;
		localparam min_B=1;
localparam INIT=0,ADD_COL=1,SEL_COL=2,ADD_ACH_MAY=3,DONE=4,CARGAR_DATO=5,NOTHING=6, imaSiz=19200;
reg Done=0,Add_Anc_May=0, Sel_Color=0, Add_Columna=0, Cargar_Dato=0, Reset=0;
reg [2:0]status=0;
reg was_init_procesamiento=0;  
reg aux_init_procesamiento=0;  
reg enable=1;
reg [7:0] col=0;
reg [6:0] fil=1;
localparam min_ancho_actual=7;
reg [7:0] ancho_actual=0;
reg [7:0] ancho_anterior=0;
reg [6:0] ancho_mayor=0;
reg [6:0] fila_valida=0;
always @(negedge clk) begin
    if(rst|Reset) begin
        color<=0; 
        figure<=0;
        done<=0;
        col<=1;
        fil<=1;
        ancho_actual<=0;
        ancho_anterior<=0;
        ancho_mayor<=0;
        fila_valida<=0;
        R<=0;
        G<=0;
        B<=0;
        aux_init_procesamiento<=0;
        proc_addr_in<=15'b1111_1111_1111_111;
        end
        else begin
        if(Cargar_Dato) begin
          proc_addr_in=proc_addr_in+1;
        end
        else if(Done) begin
        done<=1;
        aux_init_procesamiento<=0;
        if(ancho_actual>min_ancho_actual)begin 
                fila_valida<=fila_valida+1;
                if(ancho_anterior<ancho_actual)ancho_mayor<=ancho_mayor+1;
            end
        if(R>G&R>B) color<=1;  
        else if(G>R&G>B) color<=2;  
        else if(B>R&B>G) color<=3;  
        else color<=0;
        if(fila_valida>=ancho_mayor&ancho_mayor>(fila_valida>>1)) figure<=1; 
        else if((fila_valida>>1)>=ancho_mayor&ancho_mayor>(fila_valida>>2)) figure<=2;  
        else if(fila_valida>0) figure<=3;  
        else figure<=0;
        end
        else if (Add_Anc_May)begin
        fil<=fil+3;
        proc_addr_in<=proc_addr_in+2*m;
        col<=0;
            if(ancho_actual>min_ancho_actual)begin 
                fila_valida<=fila_valida+1;
                if(ancho_anterior<ancho_actual)ancho_mayor<=ancho_mayor+1;
            end
        ancho_anterior<=ancho_actual;
        ancho_actual<=0;       
        end
        else if (Sel_Color)begin
        ancho_actual<=ancho_actual+1;
        R<=R+proc_data_in[11:8];
        G<=G+proc_data_in[7:4];
        B<=B+proc_data_in[3:0];
        end
        else if (Add_Columna)begin
        col<=col+1; 
        end
    end        
end
always @(posedge clk)begin
    if(rst|Reset)begin
    status<=0;
    Done<=0;
    Add_Anc_May<=0; 
    Sel_Color<=0; 
    Add_Columna<=0; 
    Cargar_Dato<=0;
    Reset<=0;
    enable<=1;
    was_init_procesamiento<=0;
    end
    else begin
     case (status)
         INIT:begin
         Done<=0;
         Add_Anc_May<=0;
         Sel_Color<=0;
         Add_Columna<=0;
         Cargar_Dato<=0;
         if((~was_init_procesamiento)|enable)begin
            if(init_procesamiento|enable)begin
               was_init_procesamiento<=1;
               Reset<=0;
               status<=CARGAR_DATO;
               enable<=0;       
            end
         aux_init_procesamiento<=init_procesamiento;
         end
         if(~init_procesamiento) Reset<=1;
         end
         CARGAR_DATO:begin 
         Done<=0;
         Add_Anc_May<=0;
         Sel_Color<=0;
         Add_Columna<=0;
         Cargar_Dato<=1;
         if(proc_data_in[11:8]>=min_R|proc_data_in[7:4]>=min_G|proc_data_in[3:0]>=min_B) begin 
         status<=SEL_COL;
         end
         else if(col>=m) begin
         status<=ADD_ACH_MAY;
         end
         else status<=ADD_COL;
         end
         SEL_COL: begin
         Done<=0;
         Add_Anc_May<=0;
         Sel_Color<=1;
         Add_Columna<=0;
         Cargar_Dato<=0;
         if(col>=m)begin
         status<=ADD_ACH_MAY;
         end
         else status<=ADD_COL;
         end
         ADD_ACH_MAY:begin
         Add_Anc_May<=1;
         Sel_Color<=0;
         Add_Columna<=0;
         Cargar_Dato<=0;
         status<=ADD_COL;
         end
         ADD_COL:begin 
         Done<=0;
         Add_Anc_May<=0;
         Sel_Color<=0;
         Add_Columna<=1;
         Cargar_Dato<=0;
         if(fil>n) status=DONE;
         else status=CARGAR_DATO;      
         end
         DONE:begin
             Done<=1;
             Add_Anc_May<=0;
             Sel_Color<=0;
             Add_Columna<=0;
             Cargar_Dato<=0;
             was_init_procesamiento<=0;
         status<=NOTHING;
         end
         NOTHING:begin
             if(init_procesamiento)begin
                 status<=INIT;
                 enable<=1;
                 Reset<=1;  
              end
         end
         default: status<=INIT;
    endcase
 end
end
endmodule
==> flow/run.sh <==
#!/bin/bash
# OpenROAD 26Q1-2900-gdf79404cd8, Yosys 0.63+post, stock flow scripts
make -C /OpenROAD-flow-scripts/flow DESIGN_CONFIG=/design/flow/config.mk WORK_HOME=/design/flow/orfs finish
==> results.cfg <==
; implementation run metrics
[outcome]
status = finished clean

[clock_tree]
h-tree-depth = 4
numCtsBuffers = 17
cts.sinks = 133
clk_pin_slew_ns = 0.03
clock_latency_ns = 0.45
cts_resized = 0
postCtsSetupRepairBufs = 0
clk_path_buf_depth = 2
cts_root_buf = clkbuf_16
postCtsHoldBufs = 0
cts_tree = done

[critical_path]
crit_start = proc_data_in[8]
critPathCaptureType = register
endpoint = R[16]$_SDFFE_NP0P_
rr_startpoint = Cargar_Dato$_SDFFE_PP0P_
arrival_ns = 3.57
start_kind = input pin
worstReg2RegEnd = G[15]$_SDFFE_NP0P_
path_max_fanout = 3
reg2reg_depth = 7
crit_type = input pin to register
critPathRequiredTime_ns = 3.97
regToRegSetupSlack_ns = 1.13

[yosys]
common_cells = dfxtp_1, nor2_1, ha_1
avgSynthCellArea_um2 = 8.26
edf_count = 0
synth_top_area_share = 0.336
synth_flops = 133
postSynthSeqShare = 0.336
syn_inst = 961
ys.flop_type = dfxtp_1
post_synth_num_cell_types = 60
top_cells_by_area = dfxtp_1, ha_1, xnor2_1
ys_area_mm2 = 0.00794
yosysMostFrequentCell = dfxtp_1
netlist_area_mm2 = 0.00794
yosys_cells = 961
yosysWarnings = 1
yosys.area.top_type = dfxtp_1
async_flop_share = 0

[placement]
finalWeightedCongestion = 0.872
dp_hpwl_mm = 13.0
post-place-ws_ns = -0.0196
place_area_mm2 = 0.00867
io_buffers = 34
dp_cells = 1252

[floorplanning]
die_x_um = 143
die_area_mm2 = 0.0204
ios = 35
rows = 51
die-height_um = 143
initCoreUtil = 0.408
core_mm2 = 0.0195

[grt]
first_global_vias = 6728
overflow = 0
grt_max_degree = 48
track_usage = 0.193
use_met1 = 0.264
busiest_layer = met2
antenna_found_initial = 0
grt_pass1_wl_mm = 31.1
use_met3 = 0.0536
met2_usage = 0.302

[sta]
slew_viol_final = 0
tightest_slew_ns = 0.648
setup_viol = 0
rsz0062_at_grt = no
slew_headroom = 0.568
setup_ws_ns = 0.404
finalHoldViolations = 0
clock_skew_ns = 0.0390

[detailed_routing]
routed-via-count = 6945
vias_per_cell = 4.95
wl_per_cell_um = 12.9
dr.pass1.iters = 5
ant_nets = 0
drt_wl_total_mm = 18.1
drc = 0
drt_iter0_markers = 306
diodes = 0

[layout]
syn_to_final_growth_pct = 22.4
final_design_area_no_fill_mm2 = 0.00971
drive_above_1_share = 0.0545
final_cells = 1403

[hold_path]
min_from = ancho_anterior[0]$_SDFFE_NP0P_
min_path_type = register to register

[run]
drv_cap = 0
warning_count = 150

[power_and_ir_drop]
vdd_ir_drop_max_v = 0.000159
p_per_area_mw_per_mm2 = 227
p_leak_nw = 4.27
-- routing by layer --
| metal | wire (µm) | vias to the layer above |
|---|---|---|
| met5 | 0 | - |
| met4 | 258 | 0 |
| met3 | 547 | 20 |
| met2 | 8380 | 95 |
| met1 | 8960 | 3143 |
| li1 | - | 3687 |
-- cells by family (layout without fill, tap and decap cells) --
| kind of cell | after synthesis | after routing | synth area share |
|---|---|---|---|
| adders and majority gates | 107 | 107 | 0.171 |
| xor gates and xnor gates | 71 | 71 | 0.0784 |
| and+or+nand+nor | 347 | 347 | 0.209 |
| muxes | 5 | 5 | 0.00631 |
| DFF | 133 | 133 | 0.336 |
| buffers and inverters | 109 | 286 | 0.0519 |
| AOI/OAI and AO/OA | 189 | 189 | 0.148 |
-- sequential cells by signal, indices dropped and copies added (netlist names), 2 cells and up --
| name | cells |
|---|---|
| B | 19 |
| G | 19 |
| R | 19 |
| proc_addr_in | 15 |
| ancho_actual | 8 |
| ancho_anterior | 8 |
| col | 8 |
| ancho_mayor | 7 |
| fil | 7 |
| fila_valida | 7 |
| status | 3 |
| color | 2 |
| figure | 2 |
-- through the flow --
stage          power (mW)  hold WS, ns  utilization  TNS, ns
2_1_floorplan        1.09        0.416            -        0
3_3_place_gp         1.20        0.438        0.446  -0.0118
3_5_place_dp         1.20        0.452        0.446  -0.0331
4_1_cts              2.25        0.456        0.499        0
5_1_grt              2.38        0.468        0.499        0
6_report             2.20        0.450        0.499        0
-- cell usage in the layout (no fill, tap or decap), types with 5 or more instances in the layout --
cell type and n:
inv_1 205, dfxtp_1 133, nor2_1 110, ha_1 103
nand2_1 86, a21oi_1 69, xnor2_1 49, nand3_1 42
o21ai_0 37, clkdlybuf4s50_1 34, a21o_1 28, nand4_1 26
xor2_1 22, or3_1 19, clkbuf_16 17, nor3_1 16
buf_4 16, nor4_1 10, a211oi_1 9, a31oi_1 9
and3_1 8, o21a_1 7, nor2b_1 6, mux2i_1 5
-- worst max-delay path: stages --
cell and delay (ns):
clkdlybuf4s50_1 0.50, ha_1 0.17, inv_1 0.05, fa_1 0.39, inv_1 0.07, a21o_1 0.11, a21oi_1 0.14, nor3b_2 0.32
nand3_1 0.14, xnor2_1 0.16, nor2_1 0.05
-- power breakdown --
part / total (mW) / internal, mW / switching, mW
registers: 0.817 / 0.768 / 0.0493
clock network: 1.11 / 0.622 / 0.491
logic: 0.271 / 0.123 / 0.148
total: 2.20 / 1.51 / 0.689
-- cell type report --
cell class,count,area (µm²)
clock buffer,17,425
clock inverter,135,617
fill,1808,9750
inverter,82,308
multi-input combinational,719,4870
sequential,133,2660
tap,265,332
timing repair buffer,52,500
-- worst min path at each step --
stage     depth (start not counted)                             end  slack [ns]
6_report                          2  ancho_anterior[0]$_SDFFE_NP0P_        0.45
5_1_grt                           2  ancho_anterior[2]$_SDFFE_NP0P_        0.47
4_1_cts                           2  ancho_anterior[0]$_SDFFE_NP0P_        0.46
No activity file was given, so power comes from the tool's default toggle rates.
