File: ./config.mk
export PLATFORM = sky130hd
export DESIGN_NAME = UART_rs232_rx
export DESIGN_NICKNAME = UART_rs232_rx
export VERILOG_FILES = /design/flow/design.v
export SDC_FILE = /design/flow/constraint.sdc
export NUM_CORES = 4
export LEC_CHECK = 1
export CORE_AREA = 10 10 109 109
export DIE_AREA = 0 0 119 119
File: ./constraint.sdc
current_design UART_rs232_rx

set clk_period 2.2
set clk_io_pct 0.2

create_clock -name clk0 -period $clk_period [get_ports {Clk}]
create_clock -name clk1 -period $clk_period [get_ports {Tick}]

set non_clock_inputs [all_inputs -no_clocks]
set_input_delay [expr $clk_period * $clk_io_pct] -clock clk0 $non_clock_inputs
set_output_delay [expr $clk_period * $clk_io_pct] -clock clk0 [all_outputs]
File: ./design.v
`timescale 10ns/1ns
module UART_rs232_rx (Clk,Rst_n,RxEn,RxData,RxDone,Rx,Tick,NBits);		 
input Clk, Rst_n, RxEn,Rx,Tick;		 
input [3:0]NBits;		     
output RxDone;		     
output [7:0]RxData;	     
parameter  IDLE = 1'b0, READ = 1'b1; 	 
reg [1:0] State, Next;			 
reg  read_enable = 1'b0;		 
reg  start_bit = 1'b1;			 
reg  RxDone = 1'b0;		         
reg [4:0]Bit = 5'b00000;		 
reg [3:0] counter = 4'b0000;           
reg [7:0] Read_data= 8'b00000000;       
reg [7:0] RxData;			 
	always @ (posedge Clk or negedge Rst_n)		 
begin
	if (!Rst_n)	State <= IDLE;			 
else 		State <= Next;				 
end
always @ (State or Rx or RxEn or RxDone)
begin
    case(State)	
	IDLE:	if(!Rx & RxEn)		Next = READ;	 
		else			Next = IDLE;
	READ:	if(RxDone)		Next = IDLE; 	 
		else			Next = READ;
	default 			Next = IDLE;
    endcase
end
always @ (State or RxDone)
begin
    case (State)
	READ: begin
		read_enable <= 1'b1;			 
	      end
	IDLE: begin
		read_enable <= 1'b0;			 
	      end
    endcase
end
always @ (posedge Tick)
	begin
	if (read_enable)
	begin
	RxDone <= 1'b0;							 
	counter <= counter+1;						 
	if ((counter == 4'b1000) & (start_bit))			   
	begin
	start_bit <= 1'b0;
	counter <= 4'b0000;
	end
	if ((counter == 4'b1111) & (!start_bit) & (Bit < NBits))	 
	begin
	Bit <= Bit+1;
	Read_data <= {Rx,Read_data[7:1]};
	counter <= 4'b0000;
	end
		if ((counter == 4'b1111) & (Bit == NBits)  & (Rx))	 
	begin
	Bit <= 4'b0000;
	RxDone <= 1'b1;
	counter <= 4'b0000;
	start_bit <= 1'b1;						 
	end
	end
end
always @ (posedge Clk)
begin
if (NBits == 4'b1000)
begin
RxData[7:0] <= Read_data[7:0];	
end
if (NBits == 4'b0111)
begin
RxData[7:0] <= {1'b0,Read_data[7:1]};	
end
if (NBits == 4'b0110)
begin
RxData[7:0] <= {1'b0,1'b0,Read_data[7:2]};	
end
end
endmodule
File: ./run.sh
#!/bin/bash
# OpenROAD 26Q1-2900-gdf79404cd8, Yosys 0.63+post, stock flow scripts
make -C /OpenROAD-flow-scripts/flow DESIGN_CONFIG=/design/flow/config.mk WORK_HOME=/design/flow/orfs finish
==> impl_metrics.json <==
{
  "drt-wirelength-per-cell_um": 9.57,
  "start_kind": "input port",
  "num_rows": 36,
  "vias": 910,
  "edf_count": 25,
  "place_ws_ns": -0.141,
  "ant_nets": 0,
  "grt_start_max_net_pins": 15,
  "finClkSkew_ns": 0.00301,
  "setup-violations-final": 0,
  "detail_route.drc_violations": 0,
  "hpwlAfterDp_mm": 2.09,
  "final.setup.worst_slack_ns": 0.131,
  "r2r-end": "Read_data[4]",
  "unclocked_pins": 1,
  "power.clock.fraction": 0.289,
  "sequential_cell_fraction_of_total_power": 0.538,
  "number_of_cells_in_the_finished_layout_apart_from_fillers": 276,
  "required_ns": 2.22,
  "run_status": "completed",
  "final-comb-area_um2": 514,
  "top_fanout_value_on_the_critical_path": 8,
  "slew_hr": 0.790,
  "final_cell_area_mm2": 0.00191,
  "grt.overflow.total": 0,
  "openroad.warnings": 27,
  "grt_pass1_wl_mm": 4.52,
  "area_growth_syn_to_layout_pct": 33.9,
  "port_buffers": 16,
  "synthArstFlopShare": 0.0667,
  "synth.distinct_cells": 34,
  "numPlacedInstances": 268,
  "fp.dieArea_mm2": 0.0142,
  "layout_cells_sized_above_1": 0.140,
  "drt-initial-drc-count": 51,
  "p_comb_frac": 0.173,
  "final_max_slew_viol_count": 0,
  "postSynth.topFlopCell": "sky130_fd_sc_hd__edfxtp_1",
  "postCtsSetupBuffers": 0,
  "synth.yosys.warnings": 1,
  "synth.avg_cell_area_um2": 12.7,
  "drt-total-wl_mm": 2.64,
  "ioPinCount": 18,
  "synthesis.instances": 112,
  "power.density_cell_area_mw_per_mm2": 780,
  "grt_pass1_vias": 945,
  "post_drt_via_cell_ratio": 3.30,
  "detailedRoute.firstPassIterationCount": 4,
  "worstPathArrival_ns": 2.09,
  "critical_setup_path_class": "input port to register",
  "p_total_mw": 1.49,
  "fp.dieH_um": 119,
  "final-seq-area_um2": 857,
  "post_dp_cell_area_mm2": 0.00182,
  "antenna_found_initial": 0,
  "cts-hold-fix-buffers": 0,
  "yosys-stat-area_mm2": 0.00142,
  "tns_ns": 0,
  "min-delay-path-class": "input port to async pin",
  "timing_worst_slew_pin_value_ns": 0.314,
  "yosys_cells": 112,
  "grt_setup_unrepaired": "no",
  "max-vdd-ir-drop_mv": 0.328,
  "die_width_um": 119,
  "clk_pin_slew_ns": 0.07,
  "tritoncts": "built",
  "fillerInstances": 1042,
  "antennaDiodeCount": 0,
  "initial_cell_density_of_the_core": 0.148,
  "gp_congestion": 0.742,
  "netlist_area_mm2": 0.00142,
  "gates_resized_cts_repair": 0,
  "untimed_endpoints": 6,
  "core_area_mm2": 0.00964,
  "p_leak_nw": 0.723,
  "number_of_cells_on_the_worst_reg_to_reg_path": 6,
  "synth-seq-cells": 30,
  "internal_power_mw": 1.11,
  "grt_util_all_layers": 0.0392,
  "critical_path.reg2reg.startpoint": "Bit[2]",
  "hold_viol": 0,
  "timing.reg2reg.setup_slack_ns": 0.35,
  "timing.critical_path.to_type": "register",
  "switchingPower_mw": 0.381,
  "switching_share": 0.256,
  "max_cap_violations": 0,
  "finalCoreUtilization": 0.198,
  "whs_ns": 0.366
}
logic make-up (layout without fill, tap and decap cells):
logic type | after synthesis | in the layout | synth area share
latches | 1 | 1 | 0.0105
compound gates | 16 | 16 | 0.0677
flops | 29 | 29 | 0.591
simple gates | 34 | 34 | 0.145
xor+xnor | 5 | 5 | 0.0308
fa+ha+maj | 7 | 7 | 0.0615
buf+inv | 12 | 43 | 0.0369
mux | 8 | 8 | 0.0562
area by class of cell:
| type | instances | share of cell area |
|---|---|---|
| inverter | 10 | 0.0197 |
| clock inverter | 2 | 0.00459 |
| sequential | 30 | 0.449 |
| clock buffer | 6 | 0.0433 |
| tap | 133 | 0.0873 |
| multi-input combinational | 70 | 0.270 |
| timing repair buffer | 25 | 0.126 |
power groups by stage:
stage / Combinational (mW) / Clock, mW / Sequential (mW)
4_1_cts: 0.263 / 0.445 / 0.800
5_1_grt: 0.288 / 0.481 / 0.811
6_report: 0.257 / 0.430 / 0.801
how the worst max path moves through the flow:
stage	startpoint	to	slack (ns)
4_1_cts	NBits[2]	Read_data[0]	0.14
6_report	NBits[2]	Read_data[4]	0.13
5_1_grt	NBits[2]	counter[2]	0.03
critical path, stage by stage:
cell and delay [ns]:
sky130_fd_sc_hd__clkdlybuf4s50_1 0.48, sky130_fd_sc_hd__inv_1 0.05, sky130_fd_sc_hd__ha_1 0.33, sky130_fd_sc_hd__a21oi_1 0.08, sky130_fd_sc_hd__nor3b_1 0.26, sky130_fd_sc_hd__nor2_1 0.12, sky130_fd_sc_hd__and2_1 0.20, sky130_fd_sc_hd__buf_12 0.14
state kept, by name, indices dropped and copies added, names as in the netlist:
register,flops
State,2
Bit,5
start_bit,1
Read_data,8
read_enable,1
RxData,8
RxDone,1
counter,4
cells in the final DEF (no fill, tap or decap), types with 2 or more instances in the layout:
| cell type | instances |
|---|---|
| sky130_fd_sc_hd__xor2_1 | 3 |
| sky130_fd_sc_hd__inv_1 | 10 |
| sky130_fd_sc_hd__nand3_1 | 5 |
| sky130_fd_sc_hd__buf_4 | 8 |
| sky130_fd_sc_hd__clkbuf_8 | 6 |
| sky130_fd_sc_hd__dfxtp_1 | 2 |
| sky130_fd_sc_hd__mux2i_1 | 8 |
| sky130_fd_sc_hd__xnor2_1 | 2 |
| sky130_fd_sc_hd__edfxtp_1 | 25 |
| sky130_fd_sc_hd__o21ai_0 | 6 |
| sky130_fd_sc_hd__nand2_1 | 8 |
| sky130_fd_sc_hd__and2_1 | 2 |
| sky130_fd_sc_hd__ha_1 | 7 |
| sky130_fd_sc_hd__clkdlybuf4s50_1 | 16 |
| sky130_fd_sc_hd__a21oi_1 | 3 |
| sky130_fd_sc_hd__nor2_1 | 10 |
cells in the mapped netlist, types with 2 or more instances:
library cell | n | area [um^2]
sky130_fd_sc_hd__edfxtp_1 | 25 | 751
sky130_fd_sc_hd__inv_1 | 10 | 37.5
sky130_fd_sc_hd__nor2_1 | 10 | 37.5
sky130_fd_sc_hd__mux2i_1 | 8 | 80.1
sky130_fd_sc_hd__nand2_1 | 8 | 30.0
sky130_fd_sc_hd__ha_1 | 7 | 87.6
sky130_fd_sc_hd__o21ai_0 | 6 | 30.0
sky130_fd_sc_hd__nand3_1 | 5 | 25.0
sky130_fd_sc_hd__a21oi_1 | 3 | 15.0
sky130_fd_sc_hd__xor2_1 | 3 | 26.3
sky130_fd_sc_hd__and2_1 | 2 | 12.5
sky130_fd_sc_hd__dfxtp_1 | 2 | 40.0
sky130_fd_sc_hd__xnor2_1 | 2 | 17.5
per-layer routing:
metal	vias to the layer above	GRT usage	wire length [um]
li1	467	-	-
met1	426	0.0455	1220
met2	13	0.0622	1170
met3	4	0.0225	213
met4	0	0.00763	32
met5	-	0	0
Power and IR drop assume default switching activity.
